### ./run.sh
#!/bin/bash
# OpenROAD 26Q1-2900-gdf79404cd8, Yosys 0.63+post, stock flow scripts
make -C /OpenROAD-flow-scripts/flow DESIGN_CONFIG=/design/flow/config.mk WORK_HOME=/design/flow/orfs finish
### ./config.mk
export PLATFORM = sky130hd
export DESIGN_NAME = ultraSonic
export DESIGN_NICKNAME = ultraSonic
export VERILOG_FILES = /design/flow/design.v
export SDC_FILE = /design/flow/constraint.sdc
export NUM_CORES = 4
export LEC_CHECK = 1
export CORE_UTILIZATION = 50
### ./constraint.sdc
current_design ultraSonic

set clk_period 5.8
set clk_io_pct 0.2

create_clock -name clk0 -period $clk_period [get_ports {CLK100MHZ}]

set non_clock_inputs [all_inputs -no_clocks]
set_input_delay [expr $clk_period * $clk_io_pct] -clock clk0 $non_clock_inputs
set_output_delay [expr $clk_period * $clk_io_pct] -clock clk0 [all_outputs]
### ./design.v
`timescale 1ns / 1ps
module ultraSonic(
input CLK100MHZ,
input echo,
output reg trig,
output reg [1:0] choose
);
reg [25:0] counter = 26'd0;     
parameter loop_count = 26'd30000000;    
parameter trig_end   = 26'd1000;       
reg [25:0] echo_count = 26'd0;        
parameter threshold = 26'd300000;     
always @ (posedge CLK100MHZ) begin
    if (counter < trig_end) begin    
        echo_count <= 0;
        trig <= 1;
        counter <= counter + 1;
    end else if (counter < loop_count) begin
        trig <= 0;
        counter <= counter + 1;
        if (echo) begin
            echo_count <= echo_count + 1;
        end
    end else begin
        counter <= 24'd0;
        trig <= 0;
        if (echo_count < threshold)
            choose <= 2'b01;
        else
            choose <= 2'b10;
    end
end
endmodule
==> run notes <==
This note records the results obtained with Yosys and OpenROAD.

Final timing
The setup violation total in the final timing report is 0. On the final layout, the worst clock skew is 6.28 ps. The achievable frequency is 351 MHz. Measured against its own limit, the worst slew margin works out to 48.2%. The measured slew at the worst slew-check pin is 774 ps.

The final critical path takes up 49.2% of the cycle. Setup repair after global routing left no endpoint under its margin. In the final report, the number of hold violations comes to 0. The max-slew violation count is 0. The clock period minus final worst setup slack is 2850 ps. The total negative slack is 0 ps.

Floorplanning
The starting density of the core is 53.0%. The die boundary width is 73.7 um. The area of the core is 4850 um^2. Pin placement for this block handled 5 I/O pins. The y dimension of the die is 73.7 um.

The number of standard-cell rows in the floorplan is 25. According to the floorplan report, the total die area is 5430 um^2.

Clocking
The number of post-CTS setup repair buffers is 0. After clock tree synthesis, the flow added hold-fix buffers numbering 0. The number of levels in the clock H-tree is 2.

The insertion delay to the later sink of the worst-skew pair is 300 ps. Counting the buffers created by CTS gives 5. The buffer type at the clock tree root is sky130_fd_sc_hd__clkbuf_8.

The clock edge transition at the registers on the reported setup and hold paths is 90 ps. The clock tree from TritonCTS is done. In this run, post-CTS repair resized a total of 0 instances. The clock passes through at most 2 buffers. The clock sink total is 55.

Drt
The average wire per cell in the routed design is 12.7 um. The detailed router's first-iteration violation count is 113. In the routed design, unresolved DRC markers number 0. The detail route stage leaves a number of antenna-violating nets equal to 0.

In the routed layout, each cell is associated on average with a via count of 5.53. The wire length after detailed routing is 4740 um. The number of antenna diodes in the final layout is 0. Before antenna repair, the detailed router went through 4 iterations. The detailed-route via count is 2,057.

Global routing
The overall fraction of global-route tracks in use is 19.5%. The first global-routing pass estimated 8160 um of wire. Entering global routing, the biggest net connects 32 pins.

The number of antenna violations at the first check in global routing is 0. The via count of the first global-routing pass was 1,811. The global route total overflow is 0.

Critical path
The reg-to-reg critical path startpoint is counter[13]. The critical path goes through clkdlybuf4s50_1 > nand3b_1 > nor3_1 > o2111ai_1 > or4_1 > nand2_1. The OpenROAD report gives the critical path a required time of 6050 ps. At the worst endpoint, the arrival time is 3100 ps.

The slowest stage of the critical path belongs to the cell sky130_fd_sc_hd__or4_1. The register-to-register setup slack is 3120 ps. The kind of capture point of the worst setup path is a register.

For this run, the slowest stage of the critical path takes 580 ps. The worst setup path category is in -> reg. The depth of the most critical reg-to-reg path is 6. The capture instance of the worst register-to-register path is echo_count[10].

The critical path startpoint category is an input pin. The maximum fanout encountered on the critical timing path is 11.

Finish
Ranking logic cells in the layout by count gives the top entries 53 x sky130_fd_sc_hd__dfxtp_1, 33 x sky130_fd_sc_hd__nand2_1, 29 x sky130_fd_sc_hd__nor2_1, 19 x sky130_fd_sc_hd__nand3_1, 16 x sky130_fd_sc_hd__a21oi_1. The library cell used most frequently in the layout, excluding fill and tap cells, is sky130_fd_sc_hd__dfxtp_1. The area added between synthesis and finish is 8.08%. The sequential cells in the finished layout cover a total of 1120 um^2. The fraction of layout instances using a drive strength above 1 is 7.21%. Summing all multi-input logic gate instances after layout gives 1390 um^2. The number of inserted filler cells in the final layout is 444. Measured on the finished design, the core utilization comes to 57.3%.

Yosys
In this run, synthesis inferred 2 flip-flops with an integrated enable. The synthesized netlist cell count is 301. The count of different cell masters after synthesis is 42. The chip area line of the yosys report is 2570 um^2. Per the synth stats, the flop cell with the highest instance count is sky130_fd_sc_hd__dfxtp_1. After synthesis, the share of flip-flops with an asynchronous set or reset is 0%.

The summed instance area of the synthesized netlist is 2570 um^2. For this design, Yosys synthesis ends with a cell count of 301. The number of flip-flops and latches in the synthesized netlist is 55. The share of the yosys chip area belonging to registers is 43.6%. Averaged over all synthesized cells, the footprint is 8.54 um^2. The synthesis report lists the Yosys warning total as 1.

Status
The flow ran to the end, and the final reports show no timing, DRC or antenna violations.

Pwr
The static leakage is 0.959 nW. Power comes to 0.648 mW. The cell area power density is 233 nW/um^2. The peak supply drop is 234 uV.

Worst hold path
The hold-critical path depth is 1. For the worst min-delay path, the startpoint reported by OpenROAD is counter[0]. The endpoint of the worst hold path is reported as counter[0]. The path type of the worst min-delay path is reg -> reg.

Placed design
The congestion estimate from routability-driven global placement came to 0.768. The half-perimeter wire length after detailed placement is 3170 um. Buffers placed on the I/O ports in this run total 4.

Flow run
The count of maximum capacitance violations is 0. In this run the tools logged warnings totalling 27.
where the power goes:
| part | switching, mW | internal (mW) | total [mW] |
|---|---|---|---|
| Combinational | 0.0135 | 0.00620 | 0.0197 |
| Sequential | 0.00344 | 0.383 | 0.387 |
| Clock | 0.115 | 0.126 | 0.242 |
cell families (layout without fill, tap and decap cells):
| kind of cell | Yosys count | in the layout | share of synthesized area (%) |
|---|---|---|---|
| AND-OR/OR-AND | 53 | 53 | 13.5 |
| flip-flops | 55 | 55 | 43.6 |
| other | 1 | 1 | 0.146 |
| XOR/XNOR | 21 | 21 | 7.15 |
| buffers and inverters | 17 | 21 | 2.68 |
| AND/OR/NAND/NOR | 150 | 150 | 31.2 |
| multiplexers | 2 | 2 | 0.779 |
| adder cells (fa/ha/maj) | 2 | 2 | 0.973 |
per-layer routing:
layer / up-vias / track usage (%) / part of all wire (%)
met5: - / 0 / 0
met4: 0 / 2.14 / 0.53
met1: 931 / 30.8 / 54
met3: 2 / 3.88 / 2.3
met2: 15 / 29.4 / 43
li1: 1109 / - / -
how the worst max path moves through the flow:
stage / from / endpoint / slack (ps) / cells after the start
CTS: echo / echo_count[21] / 2950 / 6
global route: echo / echo_count[21] / 2810 / 6
finish: echo / echo_count[21] / 2950 / 6
Yosys cell counts, types with 2 or more instances:
cell type / count / area (um^2)
sky130_fd_sc_hd__a211o_1: 2 / 17.5
sky130_fd_sc_hd__and2_1: 3 / 18.8
sky130_fd_sc_hd__clkbuf_1: 6 / 22.5
sky130_fd_sc_hd__nand4_1: 10 / 62.6
sky130_fd_sc_hd__nor3_1: 8 / 40.0
sky130_fd_sc_hd__and3_2: 2 / 15.0
sky130_fd_sc_hd__dfxtp_1: 53 / 1060
sky130_fd_sc_hd__edfxtp_1: 2 / 60.1
sky130_fd_sc_hd__nor2_1: 29 / 109
sky130_fd_sc_hd__o31ai_1: 3 / 22.5
sky130_fd_sc_hd__xor2_1: 12 / 105
sky130_fd_sc_hd__inv_1: 7 / 26.3
sky130_fd_sc_hd__and4_2: 2 / 20.0
sky130_fd_sc_hd__mux2i_1: 2 / 20.0
sky130_fd_sc_hd__or4_1: 13 / 97.6
sky130_fd_sc_hd__a21oi_1: 16 / 80.1
sky130_fd_sc_hd__o211ai_1: 11 / 82.6
sky130_fd_sc_hd__o21ai_0: 13 / 65.1
sky130_fd_sc_hd__and4_1: 2 / 17.5
sky130_fd_sc_hd__xnor2_1: 9 / 78.8
sky130_fd_sc_hd__nand2b_1: 2 / 12.5
sky130_fd_sc_hd__nand3_1: 19 / 95.1
sky130_fd_sc_hd__nand2_1: 33 / 124
sky130_fd_sc_hd__or3_1: 12 / 75.1
sky130_fd_sc_hd__and3_1: 5 / 31.3
sky130_fd_sc_hd__nor4_1: 5 / 31.3
sky130_fd_sc_hd__buf_2: 4 / 20.0
sky130_fd_sc_hd__ha_1: 2 / 25.0
sequential cells by signal, indices dropped and copies added, names as in the netlist:
name	cells
choose	2
counter	26
echo_count	26
trig	1
through the flow:
step                      setup slack, ps  cells  hold WS [ps]  instance area [um^2]
after floorplan                      3530    301           430                  2570
after global placement               2690    364           447                  2670
after detailed placement             2640    364           458                  2670
after CTS                            2950    372           481                  2780
after global routing                 2810    372           512                  2780
final                                2950    372           471                  2780
area by class of cell:
type	instances	share of cell area [%]
Inverter	7	0.946
Clock inverter	3	1.40
Sequential cell	55	40.3
Timing Repair Buffer	6	1.98
Tap cell	67	3.02
Clock buffer	5	2.48
Multi-Input combinational cell	229	49.8
worst max-delay path, delay by kind of cell:
kind	cells	cell delay (ps)
buf+inv	1	550
simple gates	4	980
compound gates	1	410
Power figures rest on the tool's default switching activity, not on a simulated workload.
