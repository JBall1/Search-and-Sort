`flow/run.sh`:
```
#!/bin/bash
# OpenROAD 26Q1-2900-gdf79404cd8, Yosys 0.63+post, stock flow scripts
make -C /OpenROAD-flow-scripts/flow DESIGN_CONFIG=/design/flow/config.mk WORK_HOME=/design/flow/orfs finish
```
`flow/config.mk`:
```
export PLATFORM = sky130hd
export DESIGN_NAME = Disp
export DESIGN_NICKNAME = Disp
export VERILOG_FILES = /design/flow/design.v
export SDC_FILE = /design/flow/constraint.sdc
export NUM_CORES = 4
export LEC_CHECK = 1
export CORE_UTILIZATION = 40
```
`flow/constraint.sdc`:
```
current_design Disp

set clk_period 3.1
set clk_io_pct 0.2

create_clock -name clk0 -period $clk_period [get_ports {clk}]

set non_clock_inputs [all_inputs -no_clocks]
set_input_delay [expr $clk_period * $clk_io_pct] -clock clk0 $non_clock_inputs
set_output_delay [expr $clk_period * $clk_io_pct] -clock clk0 [all_outputs]
```
`flow/design.v`:
```
`timescale 1ns / 1ps
module Disp(
    input  clk,
    input [7:0] Input,  
    input [3:0] ColorInput,  
    output reg [3:0] Dig,  
    output reg [6:0] Seg  
    );
    reg [1:0] CaseDis = 0;  
    reg [17:0] CountDown = 0;  
    reg [3:0] NumOut = 0;  
    reg [3:0] ColorType;  
    reg [11:0] bcd = 0;
    reg [3:0] i = 0;
    reg [3:0]BCDCase = 0;
    reg [7:0] Perc = 0;
    reg [11:0] BCDOut = 0;
    localparam max = 'd195312;  
    always @(posedge clk)
    begin
        ColorType = ColorInput;  
        if (CountDown > max)  
        begin
            CaseDis = CaseDis + 1;  
            CountDown = 0;  
        end
        else
        begin
            CountDown = CountDown + 1;  
        end
        case (BCDCase)
        0:
        begin
            Perc <= Input;
            bcd <= 0;
            i <= 0;
            BCDCase <= 1;
        end
        1:
        begin
            bcd[0] <= Perc[7];
            BCDCase <= 2;
            i <= i + 1;
        end
        2:
        begin
            if (i == 8)
            begin
                BCDCase <= 4;
            end
            else
            begin
                if (bcd[7:4] >= 5)
                    bcd <= bcd + 48;
                if (bcd[3:0] >= 5)
                    bcd <= bcd + 3;
                BCDCase <= 3;
            end
        end
        3:
        begin
            bcd <= bcd << 1;
            Perc <= Perc << 1;
            BCDCase <= 1;
        end
        4:
        begin
            BCDOut = bcd;
            BCDCase <= 0;
        end
        endcase
    end
    always @(posedge clk)  
    begin
        case (CaseDis)  
        2'b00:  
            begin
                Dig = 4'b0111;
                NumOut = 4'b1010;  
            end
        2'b01:  
            begin
                Dig = 4'b1011;
                NumOut = BCDOut[11:8];
            end
        2'b10:  
            begin
                Dig = 4'b1101;
                NumOut = BCDOut[7:4];
            end
        2'b11:  
            begin
                Dig = 4'b1110; 
                NumOut = BCDOut[3:0];
            end
        endcase
        end
    always @(*)  
    begin
        case (NumOut)  
        4'b0000: Seg = 7'b0000001;  
        4'b0001: Seg = 7'b1001111;  
        4'b0010: Seg = 7'b0010010;  
        4'b0011: Seg = 7'b0000110;  
        4'b0100: Seg = 7'b1001100;  
        4'b0101: Seg = 7'b0100100;  
        4'b0110: Seg = 7'b0100000;  
        4'b0111: Seg = 7'b0001111;  
        4'b1000: Seg = 7'b0000000;  
        4'b1001: Seg = 7'b0000100;  
        4'b1010:  
        begin
            if (ColorType == 0)  
            begin
                Seg = 7'b1111010;
            end
            else if (ColorType == 1)  
            begin
                Seg = 7'b1100000;
            end
            else if (ColorType == 2)  
            begin
                Seg = 7'b0100001;
            end
            else if (ColorType == 3)  
            begin 
                Seg = 7'b1001100;
            end
            else if (ColorType == 4)  
            begin
                Seg = 7'b1100011;
            end
        end
        default: Seg = 7'b0000001;  
        endcase
    end
endmodule
```
==> flow_metrics.env <==
# flow metrics
export IMPL_dp_cells=482
export IMPL_grt_pass1_wl_um=11500
export IMPL_untimed_endpoints=14
export IMPL_ant_nets=0
export IMPL_slew_viol_final=0
export IMPL_startpoint_type="register"
export IMPL_final_cell_mix="42 x nand2_1, 41 x edfxtp_1, 30 x dfxtp_1, 23 x clkdlybuf4s50_1, 21 x inv_1"
export IMPL_ys_types=58
export IMPL_syn_to_final_growth_pct=13.1
export IMPL_yosys_area_um2=3750
export IMPL_crit_path_start="bcd[0]"
export IMPL_topCellsByArea="edfxtp_1 33%, dfxtp_1 16%, ha_1 4.3%, nand2_1 4.2%, xnor2_1 3.0%"
export IMPL_p_leak_uw=0.00154
export IMPL_fp_util_pct=42.2
export IMPL_status="completed"
export IMPL_period_needed_ns=2.23
export IMPL_synth_edff_count=41
export IMPL_final_common_cell="nand2_1"
export IMPL_drc=0
export IMPL_portBuffers=23
export IMPL_min_delay_start="BCDOut[11]"
export IMPL_hold_class="reg -> reg"
export IMPL_finalSetupViolCount=0
export IMPL_path_class="reg -> reg"
export IMPL_antenna_found_initial=0
export IMPL_max_cap_violations=0
export IMPL_vias=2697
export IMPL_rsz0062_at_grt="no"
export IMPL_tool_warnings=33
export IMPL_clock_latency_ns=0.33
export IMPL_finalClockPeriodUsage_pct=72.0
export IMPL_clockRootBuffer="clkbuf_8"
export IMPL_synth_top_area_share_pct=32.8
export IMPL_syn_area_per_cell_um2=10.3
export IMPL_grt_max_degree=15
export IMPL_ff_type="edfxtp_1"
export IMPL_io_pins=24
export IMPL_overflow=0
export IMPL_async_reset_ff_share_pct=0
export IMPL_antenna_cells=0
export IMPL_fp_coreArea_um2=8890
export IMPL_crit_fanout=8
export IMPL_hold_violations=0
export IMPL_post_cts_setup_buffers=0
export IMPL_cts_buffer_depth=2
export IMPL_netlist_instances=364
export IMPL_cts_buffers=9
export IMPL_drive_gt1_share_pct=9.74
export IMPL_arrival_ns=2.28
export IMPL_tightest_slew_ns=0.616
export IMPL_post_drt_via_cell_ratio=5.42
export IMPL_routedWlPerCell_um=13.3
export IMPL_yosys_area_top_type="edfxtp_1"
export IMPL_die_y_um=98.9
export IMPL_drt_wl_total_um=6610
export IMPL_hpwlAfterDp_um=4510
export IMPL_chipArea_um2=9780
export IMPL_r2r_start="bcd[0]"
export IMPL_ys_cells=364
export IMPL_clkTransAtPathRegs_ns=0.08
export IMPL_syn_cell_area_um2=3750
export IMPL_unclocked_pins=7
export IMPL_worst_setup_path_end_kind="register"
export IMPL_stdcell_count=498
export IMPL_ys_flops=78
export IMPL_yosys_warnings=1
export IMPL_fp_dieW_um=98.9
export IMPL_power_density_nw_per_um2=408
export IMPL_cp_required_ns=3.15
export IMPL_skew_ns=0.00619
export IMPL_grt_pass1_vias=2468
export IMPL_cts_tree="yes"
export IMPL_place_congestion=0.834
export IMPL_irDropWorstVdd_uv=236
export IMPL_timing_slew_headroom_pct=58.7
export IMPL_finalSetupTns_ns=0
export IMPL_initialDrtViolationCount=158
export IMPL_first_pass_iters=4
export IMPL_cts_hold_buf=0
export IMPL_rows=34
export IMPL_cts_max_level=3
export IMPL_track_usage_pct=15.0
export IMPL_cts_resized=0
export IMPL_max_freq_mhz=448
[kinds of logic after synthesis]
family	after synthesis	synth area share [%]
latches	7	2.80
buffers and inverters	39	4.93
AOI/OAI and AO/OA	87	16.6
and+or+nand+nor	129	18.4
adders and majority gates	13	4.33
xor gates and xnor gates	18	4.20
DFF	71	48.8
[state kept, by name (all words and copies together), names as in the netlist]
register / count
Seg: 7
CaseDis: 2
Perc: 8
ColorType: 4
NumOut: 4
i: 4
Dig: 4
BCDCase: 3
CountDown: 18
bcd: 12
BCDOut: 12
[metal layers]
layer | up-vias | wire, µm | global-route usage [%]
li1 | 1377 | - | -
met1 | 1251 | 3290 | 24.2
met2 | 61 | 2930 | 22.4
met3 | 8 | 292 | 2.96
met4 | 0 | 96 | 2.76
met5 | - | 0 | 0
[layout make-up]
class	count	area (µm²)
well taps	108	135
clock inverters	7	71.3
clock buffers	9	124
repair buffers	28	268
multi-input cells	247	1630
inverters	21	78.8
fillers	797	4640
flip-flops and latches	78	1940
[cell usage after synthesis (4+ instances only)]
cell      instances
nand2_1          42
edfxtp_1         41
dfxtp_1          30
inv_1            21
a21oi_1          19
nor2_1           19
ha_1             13
xnor2_1          13
o21ai_0          12
nand3_1          11
a21oi_2          10
clkbuf_1          9
nor3_1            8
dlxtn_1           7
buf_2             6
nand3b_1          6
nand4_1           6
nor2b_1           6
o31ai_1           5
xor2_1            5
a22oi_1           4
nand2b_1          4
nor4_1            4
o211ai_1          4
o32ai_1           4
[final timing paths]
path	to	slack [ns]	depth (start not counted)
worst max-delay path	bcd[11]	0.87	6
worst min-delay path	NumOut[3]	0.48	2
worst max register to register	bcd[11]	0.87	6
worst min register to register	NumOut[3]	0.48	2
[power by group]
group	internal (µW)	switching, µW
registers	987	2.64
logic	14.6	3.92
clock network	372	352
[metrics by stage]
step / hold WS [ns] / instance area, µm² / power, µW / setup WS, ns / util [%]
after floorplan: 0.424 / 3750 / 1010 / 1.01 / -
after global placement: 0.473 / 4050 / 1030 / 1.01 / 45.6
after detailed placement: 0.470 / 4050 / 1030 / 0.924 / 45.6
after CTS: 0.487 / 4250 / 1760 / 0.911 / 47.8
after global routing: 0.494 / 4250 / 1800 / 0.620 / 47.8
final: 0.477 / 4250 / 1730 / 0.870 / 47.8
[worst max-delay path: stages, from the launching register on]
cell and delay (ns):
edfxtp_1 0.47, inv_1 0.12, ha_1 0.19, nand2b_1 0.14
a21oi_1 0.54, nand3_1 0.14, o21a_1 0.34
Power is estimated from default activity; no workload was simulated.
